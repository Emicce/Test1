File: /design/flow/design.v
module Example_State
(
	X,Z,CLK_50M,RST_N
);
input		CLK_50M;
input 	RST_N;
input		X;
output	Z;
reg 		Z;
reg		Z_N;
parameter S0 = 2'b00;
parameter S1 = 2'b01;
parameter S2 = 2'b10;
reg [1:0] FSM_CS;
reg [1:0] FSM_NS;
always @ (posedge CLK_50M or negedge RST_N)
begin
    if(!RST_N)
        FSM_CS <= 2'b00;
    else
        FSM_CS <= FSM_NS;
end
always @ (*)
begin
    case(FSM_CS)
    S0 :    
    begin
        if(X == 1'b1)
            FSM_NS = S1;
        else
            FSM_NS = S0;
    end
    S1 :    
    begin
        if(X == 1'b1)
            FSM_NS = S2;
        else
            FSM_NS = S1;
    end
    S2 :    
    begin
        if(X == 1'b1)
            FSM_NS = S0;
        else
            FSM_NS = S2;
    end
    endcase
end
always @ (posedge CLK_50M or negedge RST_N)
begin
    if(!RST_N)
        Z <= 1'b0;
    else
        Z <= Z_N;
end
always @ (*)
begin
    if((FSM_CS == S2) && (X == 1'b1))
        Z_N = 1'b1;
    else
        Z_N = 1'b0;
end
endmodule
File: /design/flow/run.sh
#!/bin/bash
# OpenROAD 26Q1-2900-gdf79404cd8, Yosys 0.63+post, stock flow scripts
make -C /OpenROAD-flow-scripts/flow DESIGN_CONFIG=/design/flow/config.mk WORK_HOME=/design/flow/orfs finish
File: /design/flow/config.mk
export PLATFORM = sky130hd
export DESIGN_NAME = Example_State
export DESIGN_NICKNAME = Example_State
export VERILOG_FILES = /design/flow/design.v
export SDC_FILE = /design/flow/constraint.sdc
export NUM_CORES = 4
export LEC_CHECK = 1
export CORE_AREA = 10 10 70 70
export DIE_AREA = 0 0 80 80
File: /design/flow/constraint.sdc
current_design Example_State

set clk_period 1.4
set clk_io_pct 0.2

create_clock -name clk0 -period $clk_period [get_ports {CLK_50M}]

set non_clock_inputs [all_inputs -no_clocks]
set_input_delay [expr $clk_period * $clk_io_pct] -clock clk0 $non_clock_inputs
set_output_delay [expr $clk_period * $clk_io_pct] -clock clk0 [all_outputs]
==> results.yml <==
# implementation run metrics
final_layout:
  syn2layout_area_growth_pct: 60.7
  fin_area_um2: 302
  fin_cells: 68
  drive_above_1_share: 0.227
  utilization: 0.0883
cts:
  insertion_delay_ns: 0.23
  clk_path_buf_depth: 2
  clockRootBuffer: "clkbuf_4"
  cts.repair.resized: 0
  cts_buffers: 3
  path_clk_slew_ns: 0.04
  htreeDepth: 1
  post_cts_buffers: 0
  hold_buffers: 0
  cts_tree: "built"
route:
  drcViolationCount: 0
  routedWlPerCell_um: 4.19
  drtIter0Drc: 2
  firstDrtPassIters: 2
  routed_wl_um: 285
  ant_nets: 0
  vias: 112
  vias_per_cell: 1.65
  antenna_cells: 0
die:
  io_pins: 4
  fp_util: 0.0549
  fp.dieH_um: 80
  die-width_um: 80
  core_um2: 3420
  rows: 21
  die-area_um2: 6400
global_route:
  grt_usage: 0.00975
  grt_pass1_wl_um: 510
  grt_pass1_vias: 136
  grt.overflow.total: 0
  antenna_found_initial: 0
  grt_start_max_net_pins: 5
worst_setup_path:
  critPathSlowestCell: "clkdlybuf4s50_1"
  start_kind: "flip-flop"
  critical_path_buf_inv_count: 1
  slowest_delay_ns: 0.46
  cp.arrival_ns: 1.00
  reg2regPathDepth: 3
  worst-path-max-fanout: 1
  cp_cell_sequence: "clkdlybuf4s50_1"
  cp.depth: 1
  critPathCaptureType: "primary output"
  ff2ff_setup_slack_ns: 0.48
  critPathKind: "flip-flop to primary output"
  crit_family: "buffers and inverters"
  worst_ep_required_time_ns: 1.12
logic_synthesis:
  yosys_area_um2: 188
  syn-cell-area_um2: 188
  yosysWarnings: 1
  postSynthAreaPerCell_um2: 12.5
  synth_stat.cells: 15
  synth_flops: 5
  syn_inst: 15
  yosysUniqueCellTypes: 9
power:
  p_sw_frac: 0.182
  p_switching_mw: 0.0449
  ir_drop_v: 0.000118
  pwr-share-clk: 0.595
  p_leak_nw: 0.129
  power_mw: 0.247
  p_comb_frac: 0.048
  p_int_mw: 0.202
  seq_power_share: 0.357
  power-per-cell-area_nw_per_um2: 820
timing:
  min_period_ns: 1.28
  finalHoldViolCount: 0
  clock_skew_ns: 0.000854
  rsz0062_at_grt: "no"
  max_slew_margin: 0.888
  worst_pin_slew_ns: 0.168
  setup_tns_ns: 0
  setup_viol: 0
  unclocked_pins: 2
  drv_slew: 0
  fmax_mhz: 784
  untimed_endpoints: 4
  period_used_share: 0.911
placement:
  place_area_um2: 275
  gp_congestion: 0.736
  io_buffers: 3
  dp.cells: 64
outcome:
  status: "complete, no violations"
flow_run:
  maxCapViolCount: 0
  warnings: 27
hold_path:
  hp-class: "input port to asynchronous set/reset pin"
worst reg2reg max path, delay by kind of cell (launching register included):
family                   cells  cell delay (ns)
adder cells (fa/ha/maj)      1             0.20
AND/OR/NAND/NOR              1             0.19
flip-flops                   1             0.37
buffers and inverters        1             0.06
power by group through the flow:
stage | Clock (mW) | Combinational, mW | Sequential, mW
final | 0.147 | 0.0118 | 0.0882
after global routing | 0.166 | 0.0134 | 0.0882
after CTS | 0.156 | 0.0122 | 0.0882
area by class of cell:
cell class	count	area (um^2)
fillers	399	3110
inverters	2	7.51
repair buffers	3	30.0
clock buffers	4	26.3
multi-input cells	8	75.1
well taps	46	57.6
flip-flops and latches	5	105
state kept, by name, summed over array words and instances (netlist names):
| signal | flops |
|---|---|
| FSM_CS | 2 |
| Z | 1 |
| FSM_NS | 2 |
through the flow:
| stage | worst slack (ns) | hold WS, ns |
|---|---|---|
| finish | 0.124 | 0.233 |
| global placement | 0.305 | 0.465 |
| detailed placement | 0.300 | 0.474 |
| global route | 0.0826 | 0.234 |
| floorplan | 0.528 | -0.0156 |
| CTS | 0.106 | 0.227 |
cell usage in the layout (no fill, tap or decap), drive strengths merged:
cell type / instances
ha: 3
o21ai: 1
nand2b: 1
dfrtp: 3
inv: 2
nand2: 1
dlxtn: 2
clkdlybuf4s50: 3
and2: 1
clkbuf: 4
mux2: 1
cells in the mapped netlist:
cell / number / share of area
dfrtp_1: 3 / 0.40
ha_1: 3 / 0.20
dlxtn_1: 2 / 0.16
inv_1: 2 / 0.040
and2_2: 1 / 0.040
mux2_4: 1 / 0.080
nand2_1: 1 / 0.020
nand2b_1: 1 / 0.033
o21ai_1: 1 / 0.027
kinds of logic (layout without fill, tap and decap cells):
family,Yosys count,in the layout,share of synthesized area
AND-OR/OR-AND,1,1,0.0266
flip-flops,3,3,0.400
adder cells (fa/ha/maj),3,3,0.200
multiplexers,1,1,0.0800
AND/OR/NAND/NOR,3,3,0.0934
latches,2,2,0.160
buffers and inverters,2,9,0.0400
metal layers:
layer / track usage / vias to the layer above / part of all wire / wire length, um
li1: - / 60 / - / -
met1: 0.0114 / 48 / 0.51 / 145
met2: 0.0120 / 4 / 0.29 / 83
met3: 0.00795 / 0 / 0.20 / 56
met4: 0.00528 / 0 / 0 / 0
met5: 0 / - / 0 / 0
worst paths after layout:
path                                     start                   to
hold reg to reg            FSM_CS[1]$_DFF_PN0_          Z$_DFF_PN0_
min in group clk0          FSM_CS[1]$_DFF_PN0_          Z$_DFF_PN0_
max in group asynchronous                RST_N          Z$_DFF_PN0_
hold / removal                           RST_N  FSM_CS[1]$_DFF_PN0_
setup reg to reg           FSM_CS[0]$_DFF_PN0_          Z$_DFF_PN0_
setup / recovery                   Z$_DFF_PN0_                    Z
Power and IR drop assume default switching activity.
