**design/flow/run.sh**
```bash
#!/bin/bash
# OpenROAD 26Q1-2900-gdf79404cd8, Yosys 0.63+post, stock flow scripts
make -C /OpenROAD-flow-scripts/flow DESIGN_CONFIG=/design/flow/config.mk WORK_HOME=/design/flow/orfs finish
```
**design/flow/config.mk**
```make
export PLATFORM = sky130hd
export DESIGN_NAME = Example_Segled
export DESIGN_NICKNAME = Example_Segled
export VERILOG_FILES = /design/flow/design.v
export SDC_FILE = /design/flow/constraint.sdc
export NUM_CORES = 4
export LEC_CHECK = 1
export CORE_AREA = 10 10 91 91
export DIE_AREA = 0 0 101 101
```
**design/flow/constraint.sdc**
```tcl
current_design Example_Segled

set clk_period 3.8
set clk_io_pct 0.2

create_clock -name clk0 -period $clk_period [get_ports {CLK_50M}]

set non_clock_inputs [all_inputs -no_clocks]
set_input_delay [expr $clk_period * $clk_io_pct] -clock clk0 $non_clock_inputs
set_output_delay [expr $clk_period * $clk_io_pct] -clock clk0 [all_outputs]
```
**design/flow/design.v**
```verilog
module Example_Segled
(  
   CLK_50M,RST_N,
   SEG_DATA,SEG_EN
);
input                CLK_50M;           
input                RST_N;             
output reg  [ 5:0]   SEG_EN;            
output reg  [ 7:0]   SEG_DATA;          
reg         [15:0]   time_cnt;          
reg         [15:0]   time_cnt_n;        
reg         [ 2:0]   led_cnt;           
reg         [ 2:0]   led_cnt_n;         
parameter SET_TIME_10MS = 16'd500_000;      
always @ (posedge CLK_50M or negedge RST_N)  
begin
   if(!RST_N)                           
      time_cnt <= 16'h0;                
   else
      time_cnt <= time_cnt_n;           
end
always @ (*)  
begin
   if(time_cnt == SET_TIME_10MS)        
      time_cnt_n = 16'h0;               
   else
      time_cnt_n = time_cnt + 27'h1;    
end
always @ (posedge CLK_50M or negedge RST_N)  
begin
   if(!RST_N)                           
      led_cnt <= 3'h0;                  
   else
      led_cnt <= led_cnt_n;             
end
always @ (*)  
begin
   if(time_cnt == SET_TIME_10MS)        
      led_cnt_n = led_cnt + 1'h1;       
   else
      led_cnt_n = led_cnt;              
end
always @ (*)
begin
   case (led_cnt)  
      3'b000 : SEG_DATA = 8'b10111111;  
      3'b001 : SEG_DATA = 8'b10000110;  
      3'b010 : SEG_DATA = 8'b11011011;  
      3'b011 : SEG_DATA = 8'b11001111;  
      3'b100 : SEG_DATA = 8'b11100110;  
      3'b101 : SEG_DATA = 8'b11101101;  
      default: SEG_DATA = 8'b10111111; 
   endcase  
end
always @ (*)
begin
   case (led_cnt)  
      3'b000 : SEG_EN = 6'b111110;      
      3'b001 : SEG_EN = 6'b111101;      
      3'b010 : SEG_EN = 6'b111011;      
      3'b011 : SEG_EN = 6'b110111;      
      3'b100 : SEG_EN = 6'b101111;      
      3'b101 : SEG_EN = 6'b011111;      
      default: SEG_EN = 6'b111111;        
   endcase  
end
endmodule
```
==> Changelog: implementation <==
## Flow update

* Clock network latency to the later pin of the worst-skew pair at 250 ps
* Clock tree from TritonCTS: built
* Met3 usage at 0.0187
* Predominant post-synthesis flop cell: dfrtp_1
* Synth Seq Share at 0.409
* TNS Setup at 0 ps
* Clock root buffer master: clkbuf_8
* Count of unique library cells instantiated by Yosys at 33
* I/O Buffers at 14
* Ratio of final minimum period to clock period at 0.747
* 1st-pass router iterations at 4
* Highest cell delay on the worst timing path at 500 ps
* Placed standard-cell area at 1380 µm²
* Yosys stat area at 1160 µm²
* Initial antenna violation count at 0
* Total Die Area at 10200 µm²
* Cells resized by post-CTS repair at 0
* Standby leakage power at 0.000629 µW
* Height of the die at 101 µm
* Series of cell instances along the critical path: inv_1 -> ha_1 -> or4_1 -> clkdlybuf4s50_1
* Max Buffers Root-to-Sink at 2
* Status: finished, final reports clean
* Final estimated routing congestion in global placement at 0.816
* Met1 demand-to-capacity share in global routing at 0.0575
* Met2 demand-to-capacity share in global routing at 0.0673
* Layout area overhead at 22.7%
* Worst Path Class, Setup: reg -> out
* Antenna Nets Post-Route at 0
* Overall die width at 101 µm
* Total CTS buffers at 3
* Count of flip-flops with a built-in enable after synthesis at 0
* Placement row count at 29
* DR WL/cell at 10.5 µm
* Via total after detailed routing at 799
* Total global-route track usage at 0.0433
* Filler-free cell count of the finished design at 205
* Sw Ratio at 0.197
* Critical-path top delay cell: dfrtp_1
* Pre-Place Util at 0.183
* Number of warning messages in the logs at 32
* Clock network fraction of design power at 0.397
* Sequential cell fraction of total power at 0.587
* Core outline area at 6350 µm²
* Remaining Overflow, GRT at 0
* Fraction of registers with async set/reset at 1.00
* Depth of the CTS H-tree at 1
* Number of placed I/O pins at 16
* Final tally of max-slew violations at 0
* P_int at 276 µW
* Critical path data required time at 3040 ps
* Syn Inst Count at 112
* Worst Setup End Kind: output port
* Clock transition at the register clock pins on the worst setup and hold paths after CTS at 70 ps
* Hold/Removal Path Class: reg -> reg
* Final hold violations at 0
* Highest attainable clock frequency at 0.352 GHz
* Total non-filler cell area in the finished layout at 1430 µm²
* Net Sw Power at 67.9 µW
* Total of warnings raised by yosys at 2
* Comb power frac at 0.016
* Power density normalized to cell area at 241 nW/µm²
* Launching element type of the critical path: flip-flop
* Iter 0 DRT Violations at 52
* WP buf/inv at 2
* Final period demand of the worst path at 2840 ps
* Crit path arrival time at 2080 ps
* Vias per Instance at 3.90
* Max-cap viol count at 0
* Total of hold buffers inserted after clock tree synthesis at 0
* Clock tree skew after final layout at 3.01 ps
* Syn_area_per_cell at 10.4 µm²
* Cell count after placement at 201
* Number of cell instances after yosys synthesis at 112
* RSZ-0062 raised after global routing: no
* Flops after synth at 19
* IR Drop Worst-Case VDD at 0.000144 V
* GRT busiest layer: met2
* Number of setup buffers added after CTS at 0
* Worst-path fanout max at 10
* Wire length of the first global-routing pass at 3800 µm
* Layout cells sized above 1 at 0.117
* Clk sinks at 19
* Crit-path leading delay family: buffers and inverters
* Half-perimeter wire length of the detailed placement result at 1610 µm
* Largest net degree at the start of global routing at 20
* Netlist area before placement at 1160 µm²
* Number of diodes at 0
* Total Wirelength at 2150 µm
* Drc violations at 0
* Final setup violation count at 0
* Via count of the first global-routing pass at 817
## synthesized netlist by cell type (2+ instances only)
master    n  share of area
xor2_1    5          0.038
nand2_1  13          0.042
and3_1    2          0.011
xnor2_1  10          0.075
o21ai_0   4          0.017
nand4_2   2          0.022
nor3_1    2         0.0086
dfrtp_1  19           0.41
buf_4     2          0.013
nor3_2    2          0.017
inv_1     7          0.023
nor2_2    2          0.011
nor2_1    7          0.023
nand3_1   2         0.0086
nand4_1   2          0.011
nand3_2   2          0.017
ha_1     11           0.12
nor4b_1   2          0.015
nor2b_1   2          0.011
## registers in the layout (all words and copies together), names as in the netlist
register and cells:
time_cnt 16, led_cnt 3
## worst register-to-register path, cell delays in order (launching register included)
cell and delay, ps:
dfrtp_1 430, inv_1 80, ha_1 140, nor4b_1 200
and4_1 530, mux2i_1 250
## final timing paths
path / startpoint / to / slack, ps / depth (start not counted)
max reg2reg: time_cnt[0] / led_cnt[2] / 2100 / 5
max: led_cnt[2] / SEG_EN[2] / 960 / 4
min in group asynchronous: RST_N / time_cnt[9] / 830 / 2
min reg2reg: time_cnt[0] / time_cnt[0] / 530 / 1
max in group asynchronous: RST_N / time_cnt[4] / 2770 / 2
min: time_cnt[0] / time_cnt[0] / 530 / 1
## final cells by class
type | instances | area (µm²)
Timing Repair Buffer | 15 | 148
Clock buffer | 3 | 41.3
Fill cell | 671 | 4920
Tap cell | 77 | 96.3
Clock inverter | 1 | 5.00
Inverter | 7 | 26.3
Sequential cell | 19 | 475
Multi-Input combinational cell | 83 | 636
## metrics by stage
stage | util | power, µW | worst slack, ps | hold WS (ps)
3_5_place_dp | 0.218 | 212 | 1230 | 501
4_1_cts | 0.225 | 352 | 946 | 532
5_1_grt | 0.225 | 357 | 819 | 575
6_report | 0.225 | 344 | 961 | 530
3_3_place_gp | 0.218 | 212 | 1270 | 491
2_1_floorplan | - | 207 | 1800 | 464
## layout by cell type, fill, tap and decap left out, types with 2 or more instances in the layout
cell	count
nand4_1	2
clkbuf_8	3
nand3_2	2
and3_1	2
inv_1	7
nand3_1	2
xor2_1	5
o21ai_0	4
ha_1	11
nor2b_1	2
nand4_2	2
clkdlybuf4s50_1	14
nor3_1	2
nor2_1	7
nor2_2	2
nor3_2	2
nor4b_1	2
dfrtp_1	19
xnor2_1	10
nand2_1	13
## power groups by stage
| stage | Clock, µW | Sequential [µW] | Combinational, µW |
|---|---|---|---|
| after CTS | 144 | 202 | 5.86 |
| final | 137 | 202 | 5.45 |
| after global routing | 149 | 202 | 6.44 |
## cells by family after synthesis
group / synth area share
AND-OR/OR-AND: 0.0419
XOR/XNOR: 0.113
adder cells (fa/ha/maj): 0.118
buffers and inverters: 0.0452
flip-flops: 0.409
multiplexers: 0.00860
other: 0.00322
AND/OR/NAND/NOR: 0.261
## per-layer routing
metal  vias to the layer above  part of all wire
met1                       374              0.49
met5                         -                 0
met2                        15              0.41
met3                         2             0.089
met4                         0            0.0065
li1                        408                 -
No activity file was given, so power comes from the tool's default toggle rates.
